==> flow/config.mk <==
export PLATFORM = sky130hd
export DESIGN_NAME = ram
export DESIGN_NICKNAME = ram
export VERILOG_FILES = /design/flow/design.v
export SDC_FILE = /design/flow/constraint.sdc
export NUM_CORES = 4
export LEC_CHECK = 1
export CORE_UTILIZATION = 30
==> flow/constraint.sdc <==
current_design ram

set clk_period 2.2
set clk_io_pct 0.2

create_clock -name clk0 -period $clk_period [get_ports {clk}]

set non_clock_inputs [all_inputs -no_clocks]
set_input_delay [expr $clk_period * $clk_io_pct] -clock clk0 $non_clock_inputs
set_output_delay [expr $clk_period * $clk_io_pct] -clock clk0 [all_outputs]
==> flow/design.v <==
`timescale 1ns / 1ps
module ram #(parameter ADDR_WIDTH = 3, DATA_WIDTH = 8, DEPTH = 8) (
    input clk,
    input we, re,                  
    input [ADDR_WIDTH-1:0] addr,   
    input [DATA_WIDTH-1:0] data_in,
    output reg [DATA_WIDTH-1:0] data_out
);
    reg [DATA_WIDTH-1:0] mem [0:DEPTH-1];
    always @(posedge clk) begin
        if (we) begin
            mem[addr] <= data_in;   
        end
        if (re) begin
            data_out <= mem[addr];  
        end
    end
endmodule
==> flow/run.sh <==
#!/bin/bash
# OpenROAD 26Q1-2900-gdf79404cd8, Yosys 0.63+post, stock flow scripts
make -C /OpenROAD-flow-scripts/flow DESIGN_CONFIG=/design/flow/config.mk WORK_HOME=/design/flow/orfs finish
==> flow_summary.json <==
{
  "cts_setup_buffers": 0,
  "crit_type": "input port to flip-flop",
  "first_global_vias": 1509,
  "synth_area_um2": 2800,
  "cts_buffers": 9,
  "grt_pass1_wl_um": 7350,
  "most-common-layout-cells": "edfxtp_1, clkdlybuf4s50_1, buf_4",
  "avgSynthCellArea_um2": 21.7,
  "layout_top_cell": "edfxtp_1",
  "cts_tree": "built",
  "fp_util": 0.314,
  "track_usage": 0.110,
  "wl_per_cell_um": 16.7,
  "post-route-period-util": 0.855,
  "antennaDiodeCount": 0,
  "drtIter0Drc": 87,
  "die_x_um": 98.5,
  "wirelength_um": 4820,
  "status": "complete, no violations",
  "hpwl_um": 3250,
  "fin_total_pwr_uw": 2840,
  "grt_setup_unrepaired": "no",
  "use_met2": 0.181,
  "use_met1": 0.111,
  "fp-row-count": 34,
  "use_met3": 0.0815,
  "fin_hold_ws_ns": 0.664,
  "p_sw_frac": 0.187,
  "pwr-share-clk": 0.375,
  "warning_count": 25,
  "io_pins": 22,
  "setup_violations": 0,
  "synth_flops": 72,
  "skew_ns": 0.00511,
  "core_um2": 8890,
  "port_buffers": 21,
  "clock_latency_ns": 0.33,
  "slew_headroom": 0.694,
  "drive_above_1_share": 0.293,
  "die_area_um2": 9710,
  "yosys_cells": 129,
  "vias_per_cell": 4.73,
  "synth_cell_types": 27,
  "maxSlewViolCount": 0,
  "p_comb_frac": 0.070,
  "maxCapViolCount": 0,
  "grt_overflow_total": 0,
  "cts_num_sinks": 72,
  "yosys-stat-area_um2": 2800,
  "leakage_uw": 0.00120,
  "pwr_density_cell_nw_per_um2": 815,
  "cts_buffer_depth": 2,
  "ys_seq_frac": 0.774,
  "vias": 1366,
  "clk_pin_slew_ns": 0.07,
  "p_switching_uw": 532,
  "crit_fanout": 13,
  "drc_errors": 0,
  "cts_resized": 0,
  "firstDrtPassIters": 6,
  "synthCells": 129,
  "htree_levels": 3,
  "hold_class": "flip-flop to flip-flop",
  "cts_root_buffer": "clkbuf_8",
  "end_kind": "flip-flop",
  "worstPathArrival_ns": 1.96,
  "hold_viol_final": 0,
  "ant_nets": 0,
  "die_height_um": 98.5,
  "syn_to_final_growth_pct": 24.8,
  "regToRegSetupSlack_ns": 0.80,
  "crit_required_ns": 2.28,
  "vdd_ir_drop_max_mv": 0.245,
  "gp_congestion": 0.744,
  "antenna_found_initial": 0,
  "p_seq_frac": 0.555,
  "cts_hold_buf": 0,
  "startpoint_type": "input port",
  "yosys_warnings": 1,
  "max_freq_mhz": 532,
  "worst_pin_slew_ns": 0.457,
  "busiest_layer": "met2",
  "p_int_uw": 2310,
  "grt_max_degree": 23,
  "fin_crit_ns": 1.88
}
logic make-up after synthesis:
group	share of synthesized area
and+or+nand+nor	0.0322
muxes	0.154
AOI/OAI and AO/OA	0.0201
buffers and inverters	0.0206
DFF	0.773
worst paths after layout:
check / startpoint / to / cells after the start
max: addr[0] / data_out[7] / 4
min: mem[0][5] / data_out[5] / 2
max reg2reg: mem[3][7] / data_out[7] / 2
min reg2reg: mem[0][5] / data_out[5] / 2
cell usage after synthesis:
| library cell | count | share of area |
|---|---|---|
| o221ai_1 | 1 | 0.0031 |
| mux2i_1 | 2 | 0.0072 |
| clkbuf_1 | 1 | 0.0013 |
| a21oi_1 | 1 | 0.0018 |
| mux4_1 | 4 | 0.038 |
| o211a_1 | 1 | 0.0036 |
| buf_2 | 3 | 0.0054 |
| buf_6 | 1 | 0.0040 |
| a211o_1 | 1 | 0.0031 |
| and3b_1 | 1 | 0.0031 |
| nand2b_1 | 2 | 0.0045 |
| buf_12 | 1 | 0.0072 |
| nand3b_1 | 1 | 0.0027 |
| mux2_1 | 1 | 0.0040 |
| mux2_2 | 2 | 0.0081 |
| nor3_1 | 2 | 0.0036 |
| mux2_4 | 6 | 0.032 |
| a22oi_1 | 1 | 0.0027 |
| mux4_2 | 8 | 0.064 |
| buf_1 | 1 | 0.0013 |
| edfxtp_1 | 72 | 0.77 |
| nor2_1 | 7 | 0.0094 |
| a311oi_1 | 1 | 0.0031 |
| nand3_1 | 2 | 0.0036 |
| o211ai_1 | 1 | 0.0027 |
| inv_1 | 1 | 0.0013 |
| nand2_1 | 4 | 0.0054 |
cell type report:
cell class / instances / area [um^2]
Clock buffer: 9 / 124
Clock inverter: 7 / 86.3
Fill cell: 763 / 5400
Inverter: 1 / 3.75
Multi-Input combinational cell: 49 / 576
Sequential cell: 72 / 2160
Tap cell: 108 / 135
Timing Repair Buffer: 43 / 400
per-layer routing:
metal  wire length [um]  part of all wire  up-vias
met5                  0                 0        -
met4                 76             0.016        0
met3                570              0.12        6
met2               2460              0.51       73
met1               1720              0.36      664
li1                   -                 -      623
flip-flops by register name (all words and copies together), names as in the netlist:
signal / cells
mem: 64
data_out: 8
per-stage QoR:
step                      setup TNS, ns  utilization  cells  area, um^2  setup slack, ns
final                                 0        0.392    289        3490            0.319
after global placement          -0.0416        0.369    273        3280          -0.0120
after CTS                             0        0.392    289        3490            0.326
after floorplan                       0            -    129        2800            0.312
after global routing                  0        0.392    289        3490            0.303
after detailed placement         -0.105        0.369    273        3280          -0.0410
critical path, cell delays in order:
cell             delay, ns
clkdlybuf4s50_1       0.51
buf_12                0.17
mux4_1                0.56
mux2_4                0.28
power groups by stage:
stage / registers (uW) / logic [uW] / clock network (uW)
after CTS: 1580 / 202 / 1090
after global routing: 1580 / 215 / 1150
final: 1580 / 199 / 1070
Power figures rest on the tool's default switching activity, not on a simulated workload.
