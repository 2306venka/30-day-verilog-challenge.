**design/flow/config.mk**
```make
export PLATFORM = sky130hd
export DESIGN_NAME = fifo
export DESIGN_NICKNAME = fifo
export VERILOG_FILES = /design/flow/design.v
export SDC_FILE = /design/flow/constraint.sdc
export NUM_CORES = 4
export LEC_CHECK = 1
export CORE_UTILIZATION = 50
```
**design/flow/constraint.sdc**
```tcl
current_design fifo

set clk_period 2.8
set clk_io_pct 0.2

create_clock -name clk0 -period $clk_period [get_ports {clk}]

set non_clock_inputs [all_inputs -no_clocks]
set_input_delay [expr $clk_period * $clk_io_pct] -clock clk0 $non_clock_inputs
set_output_delay [expr $clk_period * $clk_io_pct] -clock clk0 [all_outputs]
```
**design/flow/design.v**
```verilog
`timescale 1ns / 1ps
module fifo #(parameter DEPTH = 4, WIDTH = 8) (
    input clk, reset,
    input wr_en, rd_en,
    input [WIDTH-1:0] data_in,
    output reg [WIDTH-1:0] data_out,
    output reg full, empty
);
    reg [WIDTH-1:0] mem [0:DEPTH-1];
    reg [$clog2(DEPTH):0] wr_ptr, rd_ptr, count;
    always @(posedge clk or posedge reset) begin
        if (reset) begin
            wr_ptr <= 0;
            rd_ptr <= 0;
            count  <= 0;
            full   <= 0;
            empty  <= 1;
            data_out <= 0;
        end else begin
            if (wr_en && !full) begin
                mem[wr_ptr] <= data_in;
                wr_ptr <= wr_ptr + 1;
                count <= count + 1;
            end
            if (rd_en && !empty) begin
                data_out <= mem[rd_ptr];
                rd_ptr <= rd_ptr + 1;
                count <= count - 1;
            end
            full  <= (count == DEPTH);
            empty <= (count == 0);
        end
    end
endmodule
```
**design/flow/run.sh**
```bash
#!/bin/bash
# OpenROAD 26Q1-2900-gdf79404cd8, Yosys 0.63+post, stock flow scripts
make -C /OpenROAD-flow-scripts/flow DESIGN_CONFIG=/design/flow/config.mk WORK_HOME=/design/flow/orfs finish
```
==> results.ini <==
[worst_setup_path]
r2r_slack_ns = 0.98
rr_endpoint = data_out[2]
regToRegStartpoint = rd_ptr[0]
cp-end-kind = register
crit_fanout = 21
r2r_cells = 5
crit_path_start_kind = input pin
path_class = input pin to register
arrival_ns = 2.16
cp.required_ns = 2.99

[cts]
tritoncts = done
clock_sink_count = 49
cts-buffers-inserted = 5
postCtsSetupRepairBufs = 0
htree_num_levels = 2
cts-resized-gates = 0
clk_latency_ns = 0.30
cts_buffer_depth = 2
hold_buffers = 0
path_clk_slew_ns = 0.08
cts_root_buf = clkbuf_8

[logic_synthesis]
ys_cells = 131
synth.mux.area_fraction = 0.0210
syn_inst = 131
syn_avg_cell_area_um2 = 15.5
synth_area_um2 = 2030
synth.logic.top_family = AND-OR/OR-AND gates
yosysUniqueCellTypes = 27
synth-xor-area-share = 0.0173
synth_warnings = 2
ys_seq_share = 0.684
synthAdderAreaFrac = 0.0592
aoi_share = 0.126
numSynthFlops = 49
simple_gate_area_frac = 0.0351
ys_chip_area_um2 = 2030

[final_layout]
drive_gt1_frac = 0.111
final_cell_mix = edfxtp_1, clkdlybuf4s50_1, dfrtp_1
syn_to_final_growth_pct = 17.0
fillers = 262
final_common_cell = edfxtp_1

[route]
drt_wl_total_um = 3240
viasPerCell = 5.39
final_antenna_net_count = 0
vias = 1084
drc = 0
drtIter0Drc = 68
avgRoutedWirePerCell_um = 16.1
drt_pre_antenna_iters = 4
diodes = 0

[placement]
portBuffers = 21
post-place-ws_ns = 0.515
gp_congestion = 0.802
hpwlAfterDp_um = 2100

[run]
warnings = 32
maxCapViolations = 0

[min_path]
whs_endpoint = empty
hold_depth = 1
holdCritPathClass = register to register
min-delay-start = count[1]

[sta]
maxSlewHeadroom = 0.499
maxSlewViolCount = 0
setup_tns_ns = 0
setup_viol = 0
worst_slew_pin_slew_ns = 0.752
hold_viol = 0
finalCritPeriodShare = 0.702
finClkSkew_ns = 0.00622
fin_crit_ns = 1.97
clock.fmax_mhz = 509
hold_ws_ns = 0.411
fin_ws_ns = 0.834
rsz0062_at_grt = no

[status]
status = finished, final reports clean

[power_and_ir_drop]
ir_drop_v = 0.000576
pwr_density_cell_nw_per_um2 = 1000
power_leakage_nw = 0.964

[die]
fp_util = 0.538
std_cell_rows = 22
core_area_um2 = 3770
die_w_um = 65.7
die_h_um = 65.7
top_level_ports = 22
dieArea_um2 = 4320

[grt]
grt_usage = 0.186
grt_pass1_vias = 1157
grt_max_degree = 22
grt-ovfl-total = 0
grt_first_pass_wirelength_um = 5380
antenna_found_initial = 0

[flip-flops by register name, indices dropped and copies added (netlist names)]
name      flops
count         3
empty         1
full          1
wr_ptr        2
mem          32
data_out      8
rd_ptr        2
[per-stage QoR]
step | utilization | std cells | total power, mW | area (um^2)
5_1_grt | 0.629 | 201 | 2.54 | 2370
3_3_place_gp | 0.594 | 193 | 1.80 | 2240
4_1_cts | 0.629 | 201 | 2.40 | 2370
6_report | 0.629 | 201 | 2.38 | 2370
2_1_floorplan | - | 131 | 1.58 | 2030
3_5_place_dp | 0.594 | 193 | 1.82 | 2240
[layout make-up]
class	count	area [um^2]	share of cell area
clock buffers	5	68.8	0.0290
clock inverters	3	65.1	0.0274
inverters	15	56.3	0.0237
multi-input cells	60	526	0.221
flip-flops and latches	49	1390	0.585
well taps	48	60.1	0.0253
repair buffers	21	210	0.0886
[critical path, stage by stage]
cell,delay (ns)
clkdlybuf4s50_1,0.50
nand2b_4,0.19
fa_1,0.44
nor3b_1,0.20
mux2i_1,0.12
xnor2_1,0.14
[cell families after synthesis]
kind of cell | Yosys count
flops | 49
compound gates | 32
buf+inv | 22
simple gates | 11
fa+ha+maj | 9
xor+xnor | 4
mux | 4
[synth_stat cells, drive strengths merged]
master / number / area, um^2
a221oi: 8 / 88.8
and3: 1 / 6.26
edfxtp: 32 / 961
nand2b: 2 / 20.0
a21oi: 8 / 47.6
dfstp: 1 / 26.3
nor3: 1 / 5.00
buf: 7 / 60.1
mux2: 2 / 22.5
nor2: 1 / 3.75
inv: 15 / 56.3
a21o: 8 / 60.1
ha: 8 / 100
mux2i: 2 / 20.0
dfrtp: 16 / 400
and2: 4 / 25.0
fa: 1 / 20.0
nand2: 1 / 3.75
nor3b: 1 / 7.51
a22oi: 8 / 60.1
xnor2: 4 / 35.0
[power breakdown]
| part | total (mW) | switching [mW] | internal [mW] |
|---|---|---|---|
| clock | 0.578 | 0.224 | 0.354 |
| sequential | 1.05 | 0.0949 | 0.953 |
| combinational | 0.751 | 0.365 | 0.385 |
| total | 2.38 | 0.684 | 1.69 |
[routing by layer]
metal,wire length [um],GRT usage,vias up
li1,-,-,517
met3,206,0.0827,5
met4,43,0.0217,0
met5,0,0,-
met1,1520,0.293,531
met2,1470,0.273,31
[worst max-delay path by stage]
stage	slack, ns	cells after the start	end	startpoint
4_1_cts	0.84	6	count[2]	rd_en
5_1_grt	0.82	6	count[2]	rd_en
6_report	0.83	6	count[2]	rd_en
No activity file was given, so power comes from the tool's default toggle rates.
